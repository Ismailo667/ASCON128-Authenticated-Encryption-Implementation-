==> design/flow/design.v <==
package ascon_pack;
	typedef logic[0:4][63:0] type_state;
	localparam logic [7:0]	 round_constant [0:11] = {8'hF0, 8'hE1, 8'hD2, 8'hC3, 8'hB4, 8'hA5, 8'h96, 8'h87, 8'h78, 8'h69, 8'h5A, 8'h4B};
endpackage : ascon_pack
module FSM (
    input logic clock_i,
    input logic resetb_i,
    input logic start_i,
    input logic data_valid_i, 
    input logic [3:0] round_i,  
    input logic [3:0] cpt_block_i,  
    output logic data_sel_o,  
    output logic en_xor_key_begin_o,
    output logic en_xor_data_begin_o,
    output logic en_xor_key_end_o,
    output logic en_xor_lsb_end_o,
    output logic en_reg_state_o,
    output logic en_cipher_o,
    output logic en_tag_o,
    output logic en_cpt_round_o,  
    output logic init_p12_o,  
    output logic init_p6_o,  
    output logic en_cpt_block_o,  
    output logic init_cpt_block_o,  
    output logic end_o,
    output  logic cipher_valid_o
);
typedef enum {
    attente, conf_init, init_rd0, init_rd1_to_rd10, init_rd11, 
    attente_da, da_rd0, da_rd1_to_rd4, da_rd5,
    attente_pt, pt_bloc0_to_bloc1, pt_rd1, pt_rd2_to_rd5, pt_attente_cipher, pt_C3,
    final_init, final_rd0, final_rd1_to_rd10, final_rd11, fin_final
} state_t;
state_t current_state, next_state;
always_ff @(posedge clock_i or negedge resetb_i) begin
    if (!resetb_i)
        current_state <= attente;
    else
        current_state <= next_state;
end
always_comb begin
    case (current_state)
        attente: next_state = start_i ? conf_init : attente;
        conf_init: next_state = data_valid_i ? init_rd0 : attente;
        init_rd0: next_state = init_rd1_to_rd10;
        init_rd1_to_rd10: next_state = (round_i == 10) ? init_rd11 : init_rd1_to_rd10;
        init_rd11: next_state = attente_da;
        attente_da: next_state = data_valid_i ? da_rd0 : attente_da;
        da_rd0: next_state = da_rd1_to_rd4;
        da_rd1_to_rd4: next_state = (round_i == 10) ? da_rd5 : da_rd1_to_rd4;
        da_rd5: next_state = attente_pt;
        attente_pt: next_state = data_valid_i ? pt_bloc0_to_bloc1 : attente_pt;
        pt_bloc0_to_bloc1: 
            if (cpt_block_i == 2)
                next_state = pt_C3;
            else 
                next_state = pt_rd1;
        pt_rd1:
            next_state = pt_rd2_to_rd5;
        pt_rd2_to_rd5:
            if (round_i == 10)
                next_state = pt_attente_cipher;
            else 
                next_state = pt_rd2_to_rd5;
        pt_attente_cipher: next_state = pt_bloc0_to_bloc1;
        pt_C3: next_state = final_init;
        final_init: next_state = final_rd0;
        final_rd0: next_state = final_rd1_to_rd10;
        final_rd1_to_rd10: next_state = (round_i == 10) ? final_rd11 : final_rd1_to_rd10;
        final_rd11: next_state = fin_final;
        fin_final: next_state = fin_final;
        default: next_state = attente;
    endcase
end
always_comb begin
    data_sel_o = 0; 
    en_xor_key_begin_o = 0; 
    en_xor_data_begin_o = 0; 
    en_xor_key_end_o = 0;
    en_xor_lsb_end_o = 0; 
    en_reg_state_o = 0; 
    en_cipher_o = 0; 
    en_tag_o = 0;
    en_cpt_round_o = 0; 
    init_p12_o = 0; 
    init_p6_o = 0; 
    en_cpt_block_o = 0; 
    init_cpt_block_o = 0;
    cipher_valid_o = 0;
    end_o = 0;
    case (current_state)
        conf_init: begin
            en_cpt_round_o = 1; 
            init_p12_o = 1; 
        end
        init_rd0: begin
            en_cpt_round_o = 1; 
            en_reg_state_o = 1;
        end
        init_rd1_to_rd10: begin
            en_cpt_round_o = 1; 
            en_reg_state_o = 1;
            data_sel_o = 1;
        end
        init_rd11: begin
            en_reg_state_o = 1;
            data_sel_o = 1;
            en_xor_key_end_o = 1;
        end
        attente_da: begin
            en_cpt_round_o = 1; 
            init_p6_o = 1; 
            data_sel_o = 1; 
        end
        da_rd0: begin
            data_sel_o = 1; 
            en_xor_data_begin_o = 1; 
            en_reg_state_o = 1;
            en_cpt_round_o = 1; 
        end
        da_rd1_to_rd4: begin
            data_sel_o = 1; 
            en_reg_state_o = 1;
            en_cpt_round_o = 1;
        end
        da_rd5: begin
            data_sel_o = 1; 
            en_xor_lsb_end_o = 1;
            en_reg_state_o = 1;
        end
        pt_bloc0_to_bloc1: begin
            data_sel_o = 1; 
            en_cpt_round_o = 1; 
            init_p6_o = 1;
            en_cpt_block_o = 1;
        end
        pt_rd1: begin
            data_sel_o = 1;
            en_xor_data_begin_o = 1;
            en_cipher_o = 1;
            en_reg_state_o = 1;
            en_cpt_round_o = 1; 
        end
        pt_rd2_to_rd5: begin
            data_sel_o = 1;
            en_reg_state_o = 1;
            en_cpt_round_o = 1; 
            cipher_valid_o = 1;
        end
        pt_attente_cipher: begin
            data_sel_o = 1;
            en_reg_state_o = 1;
        end
        pt_C3: begin
            data_sel_o = 1;
            en_xor_data_begin_o = 1;
            en_cipher_o = 1;
            cipher_valid_o = 1;
        end
        final_init: begin
            data_sel_o = 1; 
            cipher_valid_o = 1;
            en_cpt_round_o = 1;
            init_p12_o = 1;
        end
        final_rd0: begin
            data_sel_o = 1; 
            en_xor_key_begin_o = 1; 
            en_xor_data_begin_o = 1;  
            cipher_valid_o = 1;
            en_reg_state_o = 1;
            en_cpt_round_o = 1;
        end
        final_rd1_to_rd10: begin
            data_sel_o = 1;
            en_reg_state_o = 1;
            en_cpt_round_o = 1;
        end
        final_rd11: begin
            data_sel_o = 1;
            en_reg_state_o = 1;
            en_xor_key_end_o = 1;
            en_cpt_round_o = 1;
            en_tag_o = 1;
        end
        fin_final: begin
            data_sel_o = 1;
            end_o = 1;
        end
    endcase
end
endmodule : FSM
==> design/flow/run.sh <==
#!/bin/bash
# OpenROAD 26Q1-2900-gdf79404cd8, Yosys 0.63+post, stock flow scripts
make -C /OpenROAD-flow-scripts/flow DESIGN_CONFIG=/design/flow/config.mk WORK_HOME=/design/flow/orfs finish
==> design/flow/config.mk <==
export PLATFORM = sky130hd
export DESIGN_NAME = FSM
export DESIGN_NICKNAME = FSM
export VERILOG_FILES = /design/flow/design.v
export SDC_FILE = /design/flow/constraint.sdc
export NUM_CORES = 4
export LEC_CHECK = 1
export CORE_AREA = 10 10 78 78
export DIE_AREA = 0 0 88 88
export SYNTH_HDL_FRONTEND = slang
==> design/flow/constraint.sdc <==
current_design FSM

set clk_period 2.3
set clk_io_pct 0.2

create_clock -name clk0 -period $clk_period [get_ports {clock_i}]

set non_clock_inputs [all_inputs -no_clocks]
set_input_delay [expr $clk_period * $clk_io_pct] -clock clk0 $non_clock_inputs
set_output_delay [expr $clk_period * $clk_io_pct] -clock clk0 [all_outputs]
==> run notes <==
run metrics: area leader, netlist=sky130_fd_sc_hd__dfrtp_1, main area contributors=sky130_fd_sc_hd__dfrtp_1 61%, sky130_fd_sc_hd__a21o_1 5.8%, sky130_fd_sc_hd__and2_1 4.8%, antenna cell count=0, R2R Path End=current_state[16], wire length per cell=13.2 microns, die height=88 microns, input/output buffers=25, highest routing layer actually used=met3, top fanout value on the critical path=5, number of synthesized register bits=20, final worst-path cycle share=a little over nine tenths, tally of non-filler cells in the final layout=147, Met2 Wirelength=860 microns, number of cells on the worst reg-to-reg path=1, clock buffer depth=2, setup TNS after final layout=0 ns, maximum ir drop on the vdd rail=0.311 mV, area grow syn2layout=53.9%, met3 wirelength from detailed routing=251 microns, RSZ-0062 raised after global routing=false, global-route wire length before repair=3040 microns, worst hold-check path type=reg -> reg, number of distinct library cells after synthesis=24, min Tclk post-route=2.25 ns, fmax=between 400 and 500 MHz, grt total ovfl=0, Largest type area fraction=about three fifths, Inst Count DP=138, Worst Max-Slew Pin Slew=0.546 ns, Largest Register=current_state, number of hold violations in the final report=0, Initial Utilization=roughly 18%, internal power contribution=679 uW, final worst clock skew=0.000885 ns, arrival time worst endpoint=1.79 ns, mean number of vias per cell=4.00, count of TritonRoute iterations in the first routing pass=4, Clock Sink Count=20, routability-driven placement congestion ratio=0.851, TritonCTS clock tree=done, number of antenna violations at the first check in global routing=0, most used flip-flop cell after synthesis=sky130_fd_sc_hd__dfrtp_1, WL final=1930 microns, fraction of final layout cells sized beyond drive strength 1=26.3%, synthesized netlist cell count=about 61, cell type with the highest occurrence count on the critical path=sky130_fd_sc_hd__buf_4, cell count listed in synth_stat.txt=61, async set or reset register ratio after synthesis=100%, Max Slew Vio Count=0, horizontal die dimension=about 88 microns, post-detailed-placement half-perimeter wirelength=~1500 microns, master cell of the clock root buffer=sky130_fd_sc_hd__clkbuf_8, WS Path Type=reg -> out, worst slew slack as a fraction of its limit=63.1%, critical path data required time=1.84 ns, DP Area=0.00109 sq mm, remaining design rule violation count=0, total power divided by cell area=732 mW/mm^2, htree depth=1, worst setup path startpoint=current_state[1], setup slack of the most critical reg-to-reg path=1.43 ns, static power due to leakage=0.000617 uW, post-route cell area=between 0.001 and 0.0015 sq mm, CP Capture Point=en_cpt_round_o, quantity of hold-fixing buffers added after cts=0, OpenROAD warning count=25, CTS clock-pin slew for the worst setup and hold paths=0.07 ns, Worst Setup End Kind=primary output, run status=finished clean, leading cell type in the layout, fill and taps excluded=sky130_fd_sc_hd__clkdlybuf4s50_1, number of clock buffers inserted by TritonCTS=3, sum of routed wire segments on met1=823 microns, vias in the first global route=606, global-route usage over all layers=4.94%, switching part of the total=22.5%, flip-flop count of the largest register, all copies and words added=20, boundary pin count=27, clock network fraction of total power=between 20 and 30%, max-cap viol count=0, register share after synthesis=between 60 and 70%, vias after detailed routing=588, cell type of the slowest stage on the worst timing path=sky130_fd_sc_hd__dfrtp_2, number of endpoints failing setup at the final stage=0, EDFF count, synth=0, synthesized area per cell=12.7 sq um, top flop regs=current_state (20), Sw Pwr=197 uW, Post-Synthesis Cell Area=777 sq um, floorplan row count=24, share of total power in sequential cells=44.6%, Crit Reg-Reg Startpoint=current_state[6], CP cell instances=nor4_4 -> buf_4 -> buf_4 -> nand4_1 -> clkdlybuf4s50_1, number of nets still failing antenna checks after routing=0, Iteration-0 DRC Markers=36, maximum cell stage delay along the critical path=0.45 ns, most frequent logic cells in the routed design=22 x sky130_fd_sc_hd__clkdlybuf4s50_1, 18 x sky130_fd_sc_hd__dfrtp_1, 6 x sky130_fd_sc_hd__a21o_1, 6 x sky130_fd_sc_hd__and2_1, 6 x sky130_fd_sc_hd__buf_4, Floorplan Core Area=approximately 0.0044 sq mm, Combinational Power Share=roughly a quarter, yosys warning tally=0, area enclosed by the die boundary=0.00774 sq mm, summed standard-cell area reported by yosys=777 sq um, largest net degree at the start of global routing=21, kind of start point of the critical path=register, clk ins delay skew pair=0.25 ns
## critical path, delay by kind of cell (launching register included)
kind / cells / cell delay, ns
flip-flops: 1 / 0.45
AND/OR/NAND/NOR: 2 / 0.39
buffers and inverters: 3 / 0.68
## Yosys cell counts, types with 2 or more instances
master	instances
sky130_fd_sc_hd__dfrtp_1	19
sky130_fd_sc_hd__a21o_1	6
sky130_fd_sc_hd__and2_1	6
sky130_fd_sc_hd__or2_2	5
sky130_fd_sc_hd__inv_1	3
sky130_fd_sc_hd__nor3_1	3
sky130_fd_sc_hd__nor2_1	2
## layout make-up
type / count / area, sq um
Timing Repair Buffer: 31 / 289
Multi-Input combinational cell: 37 / 273
Tap cell: 52 / 65.1
Fill cell: 450 / 3220
Clock buffer: 4 / 55.1
Sequential cell: 20 / 503
Inverter: 3 / 11.3
## repair_timing
| action | in CTS | in global routing |
|---|---|---|
| setup endpoints to repair | 2 | 2 |
| pin swaps | 3 | 3 |
| setup buffers | 3 | 2 |
| resized | 6 | 4 |
## cell families (layout without fill, tap and decap cells)
group / after synthesis / count (layout) / share of synthesized area (%)
buffers and inverters: 4 / 38 / 2.42
and+or+nand+nor: 28 / 28 / 24.8
AOI/OAI and AO/OA: 8 / 8 / 7.73
DFF: 20 / 20 / 64.6
other: 1 / 1 / 0.483
## per-stage QoR
step	worst slack, ns	util, %	power [uW]	hold WS (ns)
after detailed placement	0.0924	24.7	593	0.409
after global routing	0.0126	27.1	919	0.453
after global placement	0.159	24.7	587	0.418
final	0.0549	27.1	876	0.434
after floorplan	0.652	-	455	0.164
after CTS	0.0501	26.6	860	0.433
## worst min-delay path by stage
stage / slack [ns] / end / depth (start not counted) / start
after CTS: 0.43 / current_state[19] / 0 / current_state[9]
after global routing: 0.45 / current_state[19] / 0 / current_state[9]
final: 0.43 / current_state[19] / 0 / current_state[9]
## routing by layer
layer  track usage, %  vias to the layer above
met3             2.81                        0
met2             7.34                       22
met1             6.51                      289
met4            0.145                        0
met5                0                        -
li1                 -                      277
## power groups by stage
stage         Sequential [uW]  Combinational, uW  Clock (uW)
finish                    391                225         260
global route              393                246         280
CTS                       386                210         264
No activity file was given, so power comes from the tool's default toggle rates.
